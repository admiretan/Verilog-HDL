## /design/flow/run.sh

```bash
#!/bin/bash
# OpenROAD 26Q1-2900-gdf79404cd8, Yosys 0.63+post, stock flow scripts
make -C /OpenROAD-flow-scripts/flow DESIGN_CONFIG=/design/flow/config.mk WORK_HOME=/design/flow/orfs finish
```

## /design/flow/config.mk

```make
export PLATFORM = sky130hd
export DESIGN_NAME = key_debounce
export DESIGN_NICKNAME = key_debounce
export VERILOG_FILES = /design/flow/design.v
export SDC_FILE = /design/flow/constraint.sdc
export NUM_CORES = 4
export LEC_CHECK = 1
export CORE_AREA = 10 10 106 106
export DIE_AREA = 0 0 116 116
```

## /design/flow/design.v

```verilog
module key_debounce(
	input		sys_clk,
	input		sys_rst,
	input		key,
	output reg	key_flag,
	output reg	key_value
	);
	reg[31:0]	delay_cnt;
	reg			key_reg;
	always @(posedge sys_clk or negedge sys_rst)	begin
		if(!sys_rst)	begin
			key_reg <= 1'b1;
			delay_cnt <= 32'd0;
		end
		else	begin
			key_reg <= key;
			if(key_reg != key)
				delay_cnt	<=	32'd1000000;
			else if(key_reg == key)	begin
				if(delay_cnt > 32'd0)
					delay_cnt <= delay_cnt-1'b1;
				else
					delay_cnt <= delay_cnt;
			end
		end	
	end
	always @(posedge sys_clk or negedge sys_rst)	begin
		if(!sys_rst)	begin
			key_flag	<=	1'b0;
			key_value <= 1'b1;
		end
		else begin
			if(delay_cnt == 32'd1) begin
				key_flag <= 1'b1;
				key_value <= key;
			end
			else begin
				key_flag <= 1'b0;
				key_value <= key_value;
			end
		end
	end
endmodule
```

## /design/flow/constraint.sdc

```tcl
current_design key_debounce

set clk_period 5.1
set clk_io_pct 0.2

create_clock -name clk0 -period $clk_period [get_ports {sys_clk}]

set non_clock_inputs [all_inputs -no_clocks]
set_input_delay [expr $clk_period * $clk_io_pct] -clock clk0 $non_clock_inputs
set_output_delay [expr $clk_period * $clk_io_pct] -clock clk0 [all_outputs]
```

==> qor.yml <==
global_route:
  grt_pass1_wl_mm: 7.238
  grt_max_degree: 36
  grt.overflow.total: 0
  grt_pass1_vias: 1415
  grt_usage: 0.06579
  grt_antenna_before_repair: 0
min_path:
  holdCritPathClass: "flip-flop to flip-flop"
die:
  die_width_microns: 116
  coreArea_sq_um: 8848
  ios: 5
  initCoreUtil: 0.2241
  num_rows: 34
  die_y_microns: 116
  chip_area_sq_um: 13460
cts:
  cts_sinks: 35
  htree_levels: 2
  clk_pin_slew_ns: 0.07
  numCtsBuffers: 5
  cts_resized: 0
  cts_setup_buffers: 0
  postCtsHoldBufs: 0
  cts_buffer_depth: 2
  root_buffer: "clkbuf_8"
  tritoncts: "yes"
  insertion_delay_ns: 0.29
power_and_ir_drop:
  leakagePower_nw: 0.8291
  p_per_area_nw_per_um2: 311.5
  ir_drop_mv: 0.08364
  finalPower_uw: 699.3
drt:
  drt_iter0_drc: 81
  n_antenna_cell: 0
  dr_total_vias: 1544
  drt_pass1_iterations: 4
  avgViaCountPerCell: 4.981
  post_drt_wl_per_cell_microns: 13.62
  detail_route.wirelength_mm: 4.223
  drcViolationCount: 0
  ant_nets: 0
synth:
  syn_area_per_cell_sq_um: 10.12
  syn_inst: 196
  ys.flop_type: "dfrtp_1"
  synth_warnings: 1
  edf_count: 0
  yosys_cells: 196
  ys_seq_share: 0.4429
  async_flop_share: 1.000
  yosysUniqueCellTypes: 46
  ys_area_sq_um: 1983
  synth_flops: 35
  synth_area_sq_um: 1983
critical_path:
  crit_chain: "or4_1, or4_1, nor2_4, and4_1, mux2_1"
  arrival_ns: 2.92
  cp_slowest_stage_delay_ns: 0.65
  endpoint_kind: "flip-flop"
  crit_buf_inv: 0
  crit_fanout: 9
  crit_type: "flip-flop to flip-flop"
  startpoint_type: "flip-flop"
  crit_family: "simple AND/OR/NAND/NOR gates"
  critPathRequiredTime_ns: 5.31
  path_common_cell: "or4_1"
  cp_slowest_cell: "or4_1"
timing:
  tns_ns: 0
  slew-limit-headroom: 0.6043
  setup_viol: 0
  min_period_ns: 2.709
  timing.fmax_mhz: 369.1
  fin_crit_sh: 0.5312
  drv_slew: 0
  worstMarginPinSlew_ns: 0.5914
  rsz0062_at_grt: "false"
  finalHoldViolations: 0
  fin_skew_ns: 0.005005
cells_and_area:
  area_growth_pct: 13.19
  fillers: 923
  largest-register: "delay_cnt"
  largest_reg_flops: 32
  drive_above_1_share: 0.1535
run:
  tool_warnings: 26
  max_cap_violations: 0
placed_design:
  place_hpwl_mm: 2.769
  place.gp.congestion: 0.8304
  port_buffers: 4
outcome:
  status: "complete, no violations"
==> worst reg2reg max path, cell delays in order (launching register included) <==
cell	delay [ns]
dfrtp_1	0.43
or4_1	0.64
or4_1	0.65
nor2_4	0.32
and4_1	0.27
mux2_1	0.32
==> report_power, final <==
group          switching [mW]  internal [mW]
clock network          0.0980          0.123
logic                   0.100         0.0529
registers              0.0249          0.300
total                   0.223          0.476
==> path summary, 6_finish.rpt <==
| path | end | start | slack [ns] | cells after the start |
|---|---|---|---|---|
| min in group asynchronous | delay_cnt[17] | sys_rst | 0.76 | 2 |
| hold / removal | delay_cnt[5] | delay_cnt[5] | 0.55 | 2 |
| max in group asynchronous | key_reg | sys_rst | 3.99 | 2 |
| setup / recovery | key_value | delay_cnt[2] | 2.39 | 5 |
| hold reg to reg | delay_cnt[5] | delay_cnt[5] | 0.55 | 2 |
| setup reg to reg | key_value | delay_cnt[2] | 2.39 | 5 |
==> metal layers <==
| metal | global-route usage | share of wire | vias up |
|---|---|---|---|
| met5 | 0 | 0 | - |
| met4 | 0.008340 | 0.012 | 0 |
| met3 | 0.01675 | 0.031 | 4 |
| met2 | 0.09518 | 0.43 | 16 |
| met1 | 0.09961 | 0.52 | 750 |
| li1 | - | - | 774 |
==> kinds of logic after synthesis <==
family / Yosys count / synth area share
adders and majority gates: 2 / 0.01262
xor gates and xnor gates: 6 / 0.02650
AOI/OAI and AO/OA: 56 / 0.2164
DFF: 35 / 0.4429
buffers and inverters: 19 / 0.04227
muxes: 1 / 0.005678
and+or+nand+nor: 77 / 0.2536
==> final cells by class <==
type	count	area [sq um]	area share
Sequential cell	35	878.3	0.3913
Inverter	8	30.03	0.01338
Timing Repair Buffer	9	72.57	0.03233
Tap cell	108	135.1	0.06020
Multi-Input combinational cell	142	1028	0.4582
Clock buffer	8	100.1	0.04459
==> cell usage in the layout, fill, tap and decap left out, drive strengths merged, types with 2 or more instances in the layout <==
master         count
a211oi             2
nand4              2
o21ai             10
a31oi              2
nor3               5
nand3              7
or4               16
nand2              7
nor4               5
or3               10
clkdlybuf4s50      3
nand4b             3
xnor2              4
dfstp              2
or2                3
xor2               2
a2111oi            2
clkbuf             8
inv                8
buf                6
ha                 2
nand3b             2
o311ai             2
o41ai              6
nor2              14
a21oi             17
a41o               3
o31ai              6
dfrtp             33
a31o               2
==> synth_stat cells, types with 4 or more instances <==
master | n | area share
buf_2 | 7 | 0.018
o31ai_1 | 6 | 0.023
xnor2_1 | 4 | 0.018
a21oi_1 | 17 | 0.043
nor3_1 | 5 | 0.013
nor2_1 | 13 | 0.025
dfrtp_1 | 33 | 0.42
o41ai_1 | 5 | 0.022
or4_1 | 14 | 0.053
nand2_1 | 7 | 0.013
inv_1 | 8 | 0.015
nand3_1 | 7 | 0.018
o21ai_0 | 10 | 0.025
or3_1 | 9 | 0.028
==> stage by stage <==
stage	area, sq um	instances	util	hold WS [ns]	setup slack, ns
after floorplan	1983	196	-	0.5063	2.728
after global placement	2145	302	0.2424	0.5327	2.442
after detailed placement	2145	302	0.2424	0.5376	2.403
after CTS	2245	310	0.2537	0.5509	2.382
after global routing	2245	310	0.2537	0.5616	2.156
final	2245	310	0.2537	0.5474	2.391
